`/design/flow/run.sh`:
```
#!/bin/bash
# OpenROAD 26Q1-2900-gdf79404cd8, Yosys 0.63+post, stock flow scripts
make -C /OpenROAD-flow-scripts/flow DESIGN_CONFIG=/design/flow/config.mk WORK_HOME=/design/flow/orfs finish
```
`/design/flow/config.mk`:
```
export PLATFORM = sky130hd
export DESIGN_NAME = Immediate_Gen
export DESIGN_NICKNAME = Immediate_Gen
export VERILOG_FILES = /design/flow/design.v
export SDC_FILE = /design/flow/constraint.sdc
export NUM_CORES = 4
export LEC_CHECK = 1
export CORE_AREA = 10 10 70 70
export DIE_AREA = 0 0 80 80
```
`/design/flow/constraint.sdc`:
```
current_design Immediate_Gen

set clk_period 4.8
set clk_io_pct 0.2

create_clock -name clk0 -period $clk_period

set non_clock_inputs [all_inputs -no_clocks]
set_input_delay [expr $clk_period * $clk_io_pct] -clock clk0 $non_clock_inputs
set_output_delay [expr $clk_period * $clk_io_pct] -clock clk0 [all_outputs]
```
`/design/flow/design.v`:
```
module Immediate_Gen #(parameter n = 32) 
	(input [n-1:0] instruct,
	 output reg [n-1:0] immediate);
	wire [6:0] op_code = instruct[6:0];
	wire [n-1:0] I_type_imm, S_type_imm, SB_type_imm, UJ_type_imm;
	always@(op_code, I_type_imm, S_type_imm, SB_type_imm, UJ_type_imm) begin
		case (op_code)
			7'b0010011: immediate = I_type_imm;		 
			7'b0000011: immediate = I_type_imm;
			7'b0100011: immediate = S_type_imm;		 
			7'b1100011: immediate = SB_type_imm;	 
			7'b1100111: immediate = I_type_imm;		 
			7'b1101111: immediate = UJ_type_imm;	 
			default: immediate = {n{1'b0}};	
		endcase	
	end
	assign I_type_imm = instruct[31]? {20'hfffff, instruct[31:20]} : {20'h00000, instruct[31:20]};
	assign S_type_imm = instruct[31]? {20'hfffff, instruct[31:25], instruct[11:7]} : {20'h00000, instruct[31:25], instruct[11:7]};
	assign SB_type_imm = instruct[31]? {20'hfffff, instruct[31], instruct[7], instruct[30:25], instruct[11:8]} : {20'h00000, instruct[31], instruct[7], instruct[30:25], instruct[11:8]};
	assign UJ_type_imm = instruct[31]? {20'hfff, instruct[31], instruct[19:12], instruct[20], instruct[30:21]} : {20'h000, instruct[31], instruct[19:12], instruct[20], instruct[30:21]};
endmodule
```
==> summary.txt <==
Status on the layout run. The run finished with clean final reports. The share of total power dissipated in the clock network is 0. In this run the critical path is formed by clkdlybuf4s50_1 -> mux2i_1 -> or3b_1 -> a21boi_1 -> buf_4 -> clkdlybuf4s50_1. Combinational share of power landed at 1.000.

The pin closest to its max-slew limit shows a slew of 0.626 ns. Maximum VDD drop landed at 0.0360 mV. Total count of hold-check failures in the final report landed at 0. Antenna repair during routing inserted a diode count of 0. The first global-routing pass estimated ~3900 um of wire. For this design the ratio of total power to cell area is 51.6 nW/um2. Number of detailed-route iterations in the first pass landed at 4. Number of buffers inserted by hold repair at cts landed at 0. Number of inserted filler cells in the final layout landed at ~360. Detailed-route vias per instance landed at 4.42. Relative to the synthesized area, the layout overhead comes to 95.1%. Overall routing resource usage landed at 0.0741. Largest driver fanout on the critical path landed at 15. Number of instances resized during post-cts repair landed at 0. In this run, the synthesized area fraction spent on and/or/nand/nor cells is recorded as 0.306. For this run, global-route usage on met2 was measured as 0.115.

Placement-stage cell area landed at ~1200 um2. The worst setup path is launched from an input port. Chip footprint landed at approximately 6400 um2. Max-slew headroom at the worst pin landed at 0.581. Summed over all instances, the cell type with the most area after synthesis is sky130_fd_sc_hd__buf_4. The number of sequential cells reported for the layout is 0. Effective utilization at floorplan landed at 0.178.

Number of placed I/O pins landed at approximately 64. Total buffers and inverters traversed by the critical path landed at 3. Of the synthesized area, sequential elements account for 0.

Count of different cell masters after synthesis landed at 28. In this run the power spent charging and discharging nets is ~0.021 mW. Counting only logic cells after layout, the most numerous master is sky130_fd_sc_hd__clkdlybuf4s50_1. Number of violations reported at the end of detailed-routing iteration 0 landed at about 48. Setup repair after global routing left no endpoint under its margin. For reference, the mux area share after synthesis is 0.115.

Switching power as a fraction of the total was reported as 0.339. Clock period minus final worst setup slack landed at 4.12 ns. Across all hold checks on the routed design, the worst slack comes to ~2.9 ns. Number of cells in Yosys stat landed at between 70 and 80. Mean post-synth cell area landed at 8.58 um2. Once the clock tree was built, the setup fixing pass inserted 0 buffers. Per the synthesis report, the XOR/XNOR share of the synthesized area is 0.0144. The main area contributors are sky130_fd_sc_hd__buf_4 18%, sky130_fd_sc_hd__mux2i_1 11%, sky130_fd_sc_hd__a21o_1 9.9%. Area used by sequential logic in the layout landed at 0 um2. The most numerous cell type found on the critical path is sky130_fd_sc_hd__clkdlybuf4s50_1.

Area of all placed cells without fillers landed at about 1200 um2. Internal power comes to 0.0405 mW. Sequential share of power landed at 0.

The chip area line in the Yosys stat output reads approximately 610 um2. The type recorded for the worst min-delay path is input port to primary output. Area fraction in full adders, half adders and majority gates landed at 0. The count of buffers added on input and output ports is 64. Dividing the detail-routed wire length by the instance count gives approximately 16 um. Counting every instance in the synthesized netlist gives a little over 70. The routed layout has ~730 vias. Final setup slack of the worst path landed at between 0.6 and 0.7 ns. Pin count of the biggest net entering global routing landed at 16. Static timing analysis puts the maximum clock frequency at 243 MHz. The number of antenna violations at the first check in global routing came to 0.

For this design, the slowest cell found on the critical path is sky130_fd_sc_hd__clkdlybuf4s50_1. Once detail routing completed, the nets flagged for antenna violations numbered 0. Number of remaining DRC errors landed at 0. For met3 alone, demand over resource in global routing was 0.0443.

Count of tool warnings landed at 32. The vertical die dimension reported for this design is approximately 80 um. For this run, the number of Yosys warnings is 1. Per the GRT congestion report, total overflow comes to 0. Number of global-route vias before repair landed at just under 800. After routing, the total negative slack on setup checks comes to 0 ns. Total of clock buffers placed in the layout landed at 0. By instance count after routing, the leading logic cell types are 64 x sky130_fd_sc_hd__clkdlybuf4s50_1, 8 x sky130_fd_sc_hd__a21o_1, 7 x sky130_fd_sc_hd__mux2i_1.

STA classifies the critical path endpoint as a primary output. met2 is the most crowded layer. Grouping stages by cell kind, the critical path spends the most delay in buffers and inverters. In this run the standard cell core region covers 3420 um2. Minimum setup slack after placement landed at 0.671 ns. Routed wire length landed at ~2600 um. By area, the combinational part of the netlist is dominated by AND-OR/OR-AND gates.

Row generation in the floorplan step produced 21 rows. Max-cap violations in this run came to 0. RePlAce ended its routability-driven mode at a weighted congestion of about 0.77. The global routing report lists met1 layer usage as 0.0916. Data on the critical path is required at its endpoint by between 3 and 4 ns.

In this run, the synthesized area fraction spent on AND-OR/OR-AND gates is recorded as 0.345. Fraction of final layout cells sized beyond drive strength 1 landed at 0.0924. The longest incremental delay of any stage on the critical path is reported as 0.73 ns. Horizontal die dimension landed at around 80 um. The final report gives the core utilization as 0.348.

Max-slew violation count landed at 0. The share of synthesized area in the top cell type comes to 0.185. For reference, the most critical setup path is categorized as input port to primary output.

According to the dpl log, the detail-placed design has an HPWL of between 2000 and 2500 um. Final critical-path share of the clock period landed at 0.857. Arrival time at the worst endpoint landed at between 3 and 4 ns. The synthesized netlist occupies a cell area of between 600 and 700 um2. Final-report setup violation count landed at 0.

For this design the static power due to leakage is around 0.48 nW.
[cell type report]
class	instances	area, um2	area share
repair buffers	66	656	0.552
well taps	46	57.6	0.0484
multi-input cells	53	475	0.400
[power groups by stage]
stage                 combinational (mW)  clock (mW)  sequential [mW]
final                             0.0613           0                0
after global routing              0.0662           0                0
after CTS                         0.0621           0                0
[logic make-up (layout without fill, tap and decap cells)]
family	count (synthesis)	in the layout
AND-OR/OR-AND	23	23
XOR/XNOR	1	1
buffers and inverters	18	66
multiplexers	7	7
AND/OR/NAND/NOR	22	22
[layer usage]
layer | share of wire | wire length [um]
met1 | 0.43 | 1100
met2 | 0.42 | 1070
met3 | 0.15 | 396
met4 | 0 | 0
met5 | 0 | 0
[Yosys cell counts]
library cell / instances
sky130_fd_sc_hd__and3_4: 1
sky130_fd_sc_hd__or3_1: 2
sky130_fd_sc_hd__nor2_2: 1
sky130_fd_sc_hd__nor2_1: 1
sky130_fd_sc_hd__a21boi_1: 1
sky130_fd_sc_hd__a21o_1: 8
sky130_fd_sc_hd__a31oi_4: 1
sky130_fd_sc_hd__nand4b_2: 2
sky130_fd_sc_hd__and2b_2: 1
sky130_fd_sc_hd__nor2b_1: 1
sky130_fd_sc_hd__nor4bb_1: 1
sky130_fd_sc_hd__a21oi_4: 1
sky130_fd_sc_hd__buf_6: 1
sky130_fd_sc_hd__o22ai_1: 1
sky130_fd_sc_hd__and4b_1: 1
sky130_fd_sc_hd__or3_4: 1
sky130_fd_sc_hd__or3b_1: 1
sky130_fd_sc_hd__nor4_1: 5
sky130_fd_sc_hd__nand3_1: 2
sky130_fd_sc_hd__buf_4: 15
sky130_fd_sc_hd__xnor2_1: 1
sky130_fd_sc_hd__a22o_1: 5
sky130_fd_sc_hd__nand2b_1: 1
sky130_fd_sc_hd__nand3b_4: 1
sky130_fd_sc_hd__mux2i_1: 7
sky130_fd_sc_hd__a21oi_1: 1
sky130_fd_sc_hd__buf_2: 2
sky130_fd_sc_hd__a221o_1: 5
[path summary, 6_finish.rpt]
path	start	endpoint	slack [ns]	depth (start not counted)
worst min-delay path	instruct[13]	immediate[12]	2.88	3
worst max-delay path	instruct[6]	immediate[22]	0.68	6
[stage by stage]
step                total power [mW]  instances
floorplan                     0.0217         71
global placement              0.0611        165
detailed placement            0.0618        165
CTS                           0.0621        165
global route                  0.0662        165
finish                        0.0613        165
No activity file was given, so power comes from the tool's default toggle rates.
