`/design/flow/design.v`:
```
module ALU_RV32I #(parameter n = 32) 
	(input [n-1:0] op1, op2,
     input [2:0] op_code,
	 output reg [n-1:0] dout,
	 output zero_flag, sign_out,
	 output reg cry_out);
	wire slt;
	wire [4:0] shift_amount = op2[4:0];
	wire [n-1:0] shift_l_1, shift_l_2, shift_l_4, shift_l_8, shift_l;
	wire [n-1:0] shift_r_1, shift_r_2, shift_r_4, shift_r_8, shift_r;
  always@(op1, op2, op_code, shift_l, shift_r, slt) begin
		case (op_code)
			3'b000: dout = op1 & op2;	 
			3'b001: dout = op1 | op2;	 
			3'b010: dout = op1 ^ op2;	 
			3'b011: dout = slt;	 
			3'b100: {cry_out, dout} = op1 + op2;	 
			3'b101: {cry_out, dout} = op1 - op2;	 
			3'b110:	dout = shift_l;	 
			3'b111: dout = shift_r;	 
			default: dout = op1;	
		endcase	
	end
	assign shift_l_1 = shift_amount[0]? {op1[30:0],1'b0} : op1;
	assign shift_l_2 = shift_amount[1]? {op1[29:0],2'b00} : shift_l_1;
	assign shift_l_4 = shift_amount[2]? {op1[27:0],4'b0000} : shift_l_2;
	assign shift_l_8 = shift_amount[3]? {op1[23:0],8'b0000_0000} : shift_l_4;
	assign shift_l = shift_amount[4]? {op1[15:0],16'b0000_0000_0000_0000} : shift_l_8;
	assign shift_r_1 = shift_amount[0]? {1'b0,op1[31:1]} : op1;
	assign shift_r_2 = shift_amount[1]? {2'b00,op1[31:2]} : shift_r_1;
	assign shift_r_4 = shift_amount[2]? {4'b0000,op1[31:4]} : shift_r_2;
	assign shift_r_8 = shift_amount[3]? {8'b0000_0000,op1[31:8]} : shift_r_4;
	assign shift_r = shift_amount[4]? {16'b0000_0000_0000_0000,op1[31:16]} : shift_r_8;
	assign zero_flag = dout ? 0 : 1;
	assign sign_out = dout[31];
endmodule
```
`/design/flow/config.mk`:
```
export PLATFORM = sky130hd
export DESIGN_NAME = ALU_RV32I
export DESIGN_NICKNAME = ALU_RV32I
export VERILOG_FILES = /design/flow/design.v
export SDC_FILE = /design/flow/constraint.sdc
export NUM_CORES = 4
export LEC_CHECK = 1
export CORE_UTILIZATION = 30
```
`/design/flow/constraint.sdc`:
```
current_design ALU_RV32I

set clk_period 23.6
set clk_io_pct 0.2

create_clock -name clk0 -period $clk_period

set non_clock_inputs [all_inputs -no_clocks]
set_input_delay [expr $clk_period * $clk_io_pct] -clock clk0 $non_clock_inputs
set_output_delay [expr $clk_period * $clk_io_pct] -clock clk0 [all_outputs]
```
`/design/flow/run.sh`:
```
#!/bin/bash
# OpenROAD 26Q1-2900-gdf79404cd8, Yosys 0.63+post, stock flow scripts
make -C /OpenROAD-flow-scripts/flow DESIGN_CONFIG=/design/flow/config.mk WORK_HOME=/design/flow/orfs finish
```
==> impl_metrics.env <==
# source this file to load flow results
export IMPL_ys_ff=1
export IMPL_worstSetupPathType="primary input to output pin"
export IMPL_untimed_endpoints=2
export IMPL_drt_iter0_markers=1259
export IMPL_synthDistinctLibCells=96
export IMPL_area_delta_synth_final_pct=12.88
export IMPL_dpl_hpwl_um=32390
export IMPL_post_route_period_util_pct=62.84
export IMPL_status="complete, no violations"
export IMPL_post_drt_wl_per_cell_um=25.91
export IMPL_p_per_area_nw_per_um2=26.30
export IMPL_finalWirelength_um=42730
export IMPL_synth_avg_cell_area_sq_um=6.315
export IMPL_slew_viol_final=0
export IMPL_initCoreUtil_pct=30.47
export IMPL_worstSetupStartpointType="primary input"
export IMPL_unclocked_pins=1
export IMPL_clock_fmax_ghz=0.06743
export IMPL_die_h_um=167.2
export IMPL_async_flop_share_pct=0
export IMPL_avgViaCountPerCell=6.539
export IMPL_cpMaxStageDelayCell="clkdlybuf4s50_1"
export IMPL_tns_ps=0
export IMPL_top_area_cell="ha_1"
export IMPL_io_pins=102
export IMPL_flop_cell="dlxtn_1"
export IMPL_ys_area_sq_um=8190
export IMPL_grt_ovfl_total=0
export IMPL_grt_pass1_vias=10180
export IMPL_port_buffers=102
export IMPL_worstMarginPinSlew_ps=833.1
export IMPL_post_cts_buffers=0
export IMPL_hold_viol_final=0
export IMPL_largest_reg_flops=1
export IMPL_ir_drop_mv=0.01181
export IMPL_drive_above_1_share_pct=4.434
export IMPL_mostFrequentLayoutCell="a21oi_1"
export IMPL_vias=10780
export IMPL_antenna_found_initial=0
export IMPL_gp_congestion=1.063
export IMPL_crit_fanout=7
export IMPL_netlist_area_sq_um=8190
export IMPL_die_area_sq_um=27970
export IMPL_end_kind="output pin"
export IMPL_setup_viol=0
export IMPL_cts_resized=0
export IMPL_synth_top_area_share_pct=14.82
export IMPL_area_leaders="ha_1 (15%), a21oi_1 (12%), o21ai_0 (4.6%)"
export IMPL_period_needed_ps=14830
export IMPL_relSlewSlack_pct=43.02
export IMPL_antenna_left=0
export IMPL_antenna_cells=0
export IMPL_cts_hold_buf=0
export IMPL_first_pass_iters=5
export IMPL_coreArea_sq_um=26880
export IMPL_synth_stat_cells=1297
export IMPL_cp_required_ps=18880
export IMPL_ys_warn_count=2
export IMPL_leakage_nw=3.675
export IMPL_netlist_instances=1297
export IMPL_grt_pass1_wl_um=64100
export IMPL_fin_util_pct=34.40
export IMPL_grt_setup_unrepaired="no"
export IMPL_final_cell_mix="a21oi_1 (201), nor2_1 (97), ha_1 (97), clkdlybuf4s50_1 (95), inv_1 (94)"
export IMPL_grt_max_degree=80
export IMPL_rows=60
export IMPL_tool_warnings=97
export IMPL_drc=0
export IMPL_worst_path_largest_cell_delay_ps=770
export IMPL_edf_count=0
export IMPL_die_width_um=167.2
export IMPL_maxCapViolations=0
export IMPL_crit_chain="clkdlybuf4s50_1 -> inv_1 -> ha_1 -> inv_1 -> fa_1 -> nor3b_1 -> o31ai_2 -> a311oi_1 -> o41ai_1 -> a31oi_2 -> xnor2_1 -> nor2_1 -> o32ai_1 -> o221ai_1 -> nor4_2 -> clkdlybuf4s50_1"
export IMPL_hold_path_class="primary input to output pin"
export IMPL_crit_arrival_ps=10110
export IMPL_grt_usage_pct=30.22
==> cells by family (layout without fill, tap and decap cells) <==
group | after synthesis | after routing | synth area share (%)
latches | 1 | 1 | 0.1833
AND/OR/NAND/NOR | 360 | 360 | 22.11
XOR/XNOR | 25 | 25 | 2.673
AND-OR/OR-AND | 588 | 588 | 47.45
multiplexers | 10 | 10 | 1.253
adder cells (fa/ha/maj) | 99 | 99 | 15.31
buffers and inverters | 214 | 225 | 11.03
==> metrics by stage <==
stage	hold WS, ps	instance area [sq um]	total power, mW	std cells	setup WS, ps
finish	10500	9245	0.2431	1649	8769
global route	10530	9245	0.2600	1649	8553
CTS	10480	9245	0.2367	1649	8965
detailed placement	10480	9245	0.2352	1649	8999
global placement	10480	9245	0.2374	1649	8990
floorplan	9644	8190	0.1455	1297	10640
==> cell type report <==
class,instances,area [sq um]
fillers,2965,17630
flip-flops and latches,1,15.01
repair buffers,123,1144
well taps,341,426.7
inverters,102,382.9
multi-input cells,1082,7277
==> layer usage <==
metal / part of all wire [%] / GRT usage (%)
met5: 0 / 0
met4: 4.8 / 13.40
met3: 8.7 / 3.828
met2: 45 / 48.63
met1: 42 / 40.54
==> worst max-delay path, delay by kind of cell <==
| family | cells | cell delay (ps) |
|---|---|---|
| fa+ha+maj | 2 | 510 |
| xor+xnor | 1 | 160 |
| compound gates | 6 | 2320 |
| simple gates | 3 | 810 |
| buf+inv | 4 | 1580 |
==> cell usage after synthesis, types with 18 or more instances <==
| cell | n |
|---|---|
| buf_2 | 22 |
| o211ai_1 | 28 |
| nand3_1 | 18 |
| xnor2_1 | 21 |
| nor2b_1 | 25 |
| o21ai_0 | 75 |
| inv_1 | 94 |
| a221oi_1 | 18 |
| ha_1 | 97 |
| a21oi_1 | 201 |
| a211oi_1 | 38 |
| nand2b_1 | 26 |
| nor3_1 | 32 |
| nand2_1 | 89 |
| o22ai_1 | 20 |
| clkbuf_1 | 58 |
| nor2_1 | 97 |
==> final timing paths <==
check             cells past startpoint   endpoint    from  slack [ps]
setup / recovery                     16  zero_flag  op1[0]        8770
hold / removal                        5    dout[2]  op2[2]       10500
==> where the power goes <==
group | switching (mW) | leakage, nW | internal [mW]
Clock | 0 | 0 | 0
Combinational | 0.151 | 3.67 | 0.0915
Sequential | 0.0000810 | 0.00802 | 0.000303
Total | 0.151 | 3.68 | 0.0918
Power is estimated from default activity; no workload was simulated.
