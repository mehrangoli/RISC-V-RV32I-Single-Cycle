**config.mk**
```make
export PLATFORM = sky130hd
export DESIGN_NAME = MUX_to_Reg_File
export DESIGN_NICKNAME = MUX_to_Reg_File
export VERILOG_FILES = /design/flow/design.v
export SDC_FILE = /design/flow/constraint.sdc
export NUM_CORES = 4
export LEC_CHECK = 1
export CORE_AREA = 10 10 111 111
export DIE_AREA = 0 0 121 121
```
**constraint.sdc**
```tcl
current_design MUX_to_Reg_File

set clk_period 4.6
set clk_io_pct 0.2

create_clock -name clk0 -period $clk_period

set non_clock_inputs [all_inputs -no_clocks]
set_input_delay [expr $clk_period * $clk_io_pct] -clock clk0 $non_clock_inputs
set_output_delay [expr $clk_period * $clk_io_pct] -clock clk0 [all_outputs]
```
**design.v**
```verilog
`timescale 1ns/1ns
module MUX_to_Reg_File #(parameter n = 32, m=3) 
  (input [n-1:0] in1, in2, in3, in4, in5, in6,
   input [m-1:0] sel,
   output reg [n-1:0] out);
	wire [n-1:0] load_byte;  
	wire sign_flag;
	 always@(sel, in1, load_byte, in3, in4, in5, in6) begin
		case (sel)
			3'b000: out = in1;	 
			3'b001: out = load_byte;	 
			3'b010: out = in3;	 
			3'b011: out = in4;	 
			3'b100: out = in5;	 
			3'b101: out = in6;	 
			default : out = {n{1'b0}};
		endcase
	end
	assign sign_flag = in2[7];
	assign load_byte = sign_flag ? (in2 | 32'hffffff00) : (in2 | 32'h000000ff);  
endmodule
```
**run.sh**
```bash
#!/bin/bash
# OpenROAD 26Q1-2900-gdf79404cd8, Yosys 0.63+post, stock flow scripts
make -C /OpenROAD-flow-scripts/flow DESIGN_CONFIG=/design/flow/config.mk WORK_HOME=/design/flow/orfs finish
```
==> changes_impl.md <==
### Changed

- CTS resizes: 0
- Cells after Synth: 192
- Ant diodes: 0
- Final Max Slew Viols: 0
- Seq share, synth: 0
- Gr ovfl total: 0
- F_max: 251 MHz
- Register area: 0 um^2
- Die Y: 121 um
- Pwr dens: 89.4 mW/mm^2
- Leak: 1.37 nW
- Total GRT Usage: 0.138
- Distinct lib cells: 32
- CLK BUF: 0
- Pre-antenna DRT Iters: 4
- Placed insts: 540
- Yosys Instances: 192
- WP data required: roughly 3.7 ns
- Hold crit path type: in2out
- # hold bufs at CTS: 0
- Reg power frac: 0
- Vias in the first global route: 2,710
- Area leader, netlist: mux2i_1
- First-pass GRT wire length: 16.1 mm
- Cell Area, Synth: 0.00148 mm^2
- Worst slew pin tran: 0.604 ns
- Design area: 0.00386 mm^2
- CORE AREA: 0.00986 mm^2
- Port Buf Inserts: 227
- DP Area: 0.00386 mm^2
- Fin cells: between 500 and 600
- Routed wire per std cell: 20.2 um
- Drt drc: 0
- P_sw: about 0.1 mW
- Max-area cell share: 0.209
- YS chip area: 0.00148 mm^2
- Setup TNS: 0 ns
- Die Wd: 121 um
- # IOs: 227
- Slew HR: 0.596
- Crit-path max FO: 15
- Top cells excl fill/tap: 226 x clkdlybuf4s50_1, 34 x o221ai_1, 31 x mux2i_1
- Seq_cells: 0
- Fin. Hold Viols: 0
- Internal power: between 0.2 and 0.25 mW
- Gate power share: 1.000
- Pin count of the biggest net entering global routing: ~47
- Switching share of total power: 0.291
- Initial DRC count: 135
- GPL Wtd Cong: 0.877
- Commonest Layout Cell: clkdlybuf4s50_1
- Startpoint types: input pin
- Crit Path Class: in2out
- CP endpoint kind: primary output
- Number of logged tool warnings: 32
- Vias: about 2,500
- Final wirelength: 10.9 mm
- YS warnings: 1
- Worst ir drop on vdd: 0.0000368 V
- Data arrival, critical path: 3.06 ns
- Capture point of the worst path: out[1]
- Biggest area cells: mux2i_1 21%, o221ai_1 20%, a22oi_1 11%, o211ai_1 8.1%, or3_1 4.2%
- Unrepaired setup endpoints after global routing: no
- Final setup viols: 0
- Fp util: 0.150
- Clock Power Share: 0
- Fin util: 0.391
- Core Rows: 36
- Synth-to-Final Area Change: 161%
- Mapped Avg Cell Area: 7.72 um^2
- Layout cell share with drive strength beyond 1: 0.0491
- Chip area: 0.0146 mm^2
- Vias per cell: 4.67
- Max cap viols: 0
- Post-layout min period: 3.98 ns
- Outcome: complete, no violations
- CP startpoint: sel[1]
- Period utilization: 0.866
- Remaining antenna violation count: 0
- Antenna violations before repair: 0
- Post-CTS Setup Bufs: 0
- Dpl hpwl: between 9 and 10 mm
## cell families after synthesis
| kind of cell | synth area share |
|---|---|
| buf+inv | 0.0963 |
| compound gates | 0.484 |
| mux | 0.247 |
| simple gates | 0.172 |
## per-layer routing
| layer | global-route usage | vias up | part of all wire |
|---|---|---|---|
| li1 | - | 1250 | - |
| met1 | 0.182 | 1150 | 0.42 |
| met2 | 0.234 | 118 | 0.49 |
| met3 | 0.0331 | 2 | 0.086 |
| met4 | 0.00377 | 0 | 0.0034 |
| met5 | 0 | - | 0 |
## area by class of cell
class              instances  area [um^2]
well taps                133          166
fillers                  976         6000
inverters                  3         11.3
multi-input cells        167         1340
repair buffers           237         2340
## stage by stage
| step | hold WS (ns) | total power [mW] | setup WS, ns |
|---|---|---|---|
| 2_1_floorplan | 1.91 | 0.0986 | 1.97 |
| 3_3_place_gp | 2.86 | 0.347 | 0.661 |
| 3_5_place_dp | 2.87 | 0.348 | 0.637 |
| 4_1_cts | 2.88 | 0.350 | 0.621 |
| 5_1_grt | 2.91 | 0.374 | 0.454 |
| 6_report | 2.86 | 0.345 | 0.618 |
## worst min path at each step
stage	startpoint	cells past startpoint	to
4_1_cts	in1[22]	4	out[22]
5_1_grt	in1[22]	4	out[22]
6_report	in1[22]	4	out[22]
## synth_stat cells, drive strengths merged
cell type   n
o221ai     34
mux2i      31
a22oi      21
buf        18
o211ai     16
or3        10
nand2b      7
o21ai       6
a21oi       5
a32oi       5
mux2        5
nor2b       5
nor3b       5
clkbuf      4
inv         3
nand2       3
nor2        3
and3        2
a21o        1
a31oi       1
and2        1
and4b       1
nor3        1
o221a       1
o2bb2ai     1
o311ai      1
or2         1
## worst max-delay path: stages
cell,delay [ns]
clkdlybuf4s50_1,0.46
buf_4,0.21
inv_1,0.20
nand2_1,0.40
o221ai_1,0.34
clkdlybuf4s50_1,0.53
## power by group through the flow
stage | Clock [mW] | Combinational [mW] | Sequential, mW
after global routing | 0 | 0.374 | 0
final | 0 | 0.345 | 0
after CTS | 0 | 0.350 | 0
Power is estimated from default activity; no workload was simulated.
